===== /design/flow/constraint.sdc =====
current_design decode

set clk_period 9.6
set clk_io_pct 0.2

create_clock -name clk0 -period $clk_period [get_ports {clock_d}]

set non_clock_inputs [all_inputs -no_clocks]
set_input_delay [expr $clk_period * $clk_io_pct] -clock clk0 $non_clock_inputs
set_output_delay [expr $clk_period * $clk_io_pct] -clock clk0 [all_outputs]

===== /design/flow/config.mk =====
export PLATFORM = sky130hd
export DESIGN_NAME = decode
export DESIGN_NICKNAME = decode
export VERILOG_FILES = /design/flow/design.v
export SDC_FILE = /design/flow/constraint.sdc
export NUM_CORES = 4
export LEC_CHECK = 1
export CORE_UTILIZATION = 50

===== /design/flow/run.sh =====
#!/bin/bash
# OpenROAD 26Q1-2900-gdf79404cd8, Yosys 0.63+post, stock flow scripts
make -C /OpenROAD-flow-scripts/flow DESIGN_CONFIG=/design/flow/config.mk WORK_HOME=/design/flow/orfs finish

===== /design/flow/design.v =====
`timescale 1ns / 1ps
module mux2_1
   #(parameter
     DATA_WIDTH = 2
    )
    (
     input                     sel,
     input      [(DATA_WIDTH-1):0] data_in1,data_in2,
     output reg [(DATA_WIDTH-1):0] data_out
    );
    always @ (*) begin
        casex(sel)
            0 : begin
                data_out = data_in1;
            end
            1 : begin
                data_out = data_in2;
            end
        endcase
    end
endmodule
`timescale 1ns / 1ps
module mux4_1
   #(parameter
     DATA_WIDTH = 2
    )
    (
     input      [1             :0] sel,
     input      [(DATA_WIDTH-1):0] data_in1,data_in2,data_in3,data_in4,
     output reg [(DATA_WIDTH-1):0] data_out
    );
    always @ (*) begin
        case (sel)
            0 : begin
                data_out = data_in1;
            end
            1 : begin
                data_out = data_in2;
            end
            2 : begin
                data_out = data_in3;
            end
            3 : begin
                data_out = data_in4;
            end
        endcase
    end  
endmodule
`timescale 1ns / 1ps
module reg_file
    (
	 input             clock,
	 input      [4 :0] read_addr1,read_addr2,write_addr3,
	 input      [31:0] write_data,
	 input 	           write_enable,
	 output	    [31:0] read_data1,read_data2
    );
	 reg [31:0] rd1,rd2;
	 reg        s1,s2;
	 reg [31:0]memory[31:0];
	 always @ (posedge clock) begin
	   if (write_enable) memory[write_addr3] = write_data;
	 end
	 always @ (*) begin
	   rd1 = memory[read_addr1];
	   rd2 = memory[read_addr2];
	 end
	 always @ (*) begin
        if (read_addr1 == 0) s1 = 0;
        else s1 = 1;
        if (read_addr2 == 0) s2 = 0;
        else s2 = 1;
     end
	 mux2_1 #(32) read_data1_mux (s1,0,rd1,read_data1);
	 mux2_1 #(32) read_data2_mux (s2,0,rd2,read_data2);
endmodule
`timescale 1ns / 1ps
module sign_extend
   #(parameter
     INPUT_WIDTH = 16,
     OUTPUT_WIDTH = 32
    )
    (
     input      [INPUT_WIDTH-1:0]  data_in,
     output reg [OUTPUT_WIDTH-1:0] data_out
    );
    localparam x = OUTPUT_WIDTH - INPUT_WIDTH;
    reg [x-1:0]y;
    always @ (*) begin
        if (data_in[INPUT_WIDTH-1] == 1) begin
            y = -1;
        end  
        else begin
            y = 0;
        end  
        data_out[OUTPUT_WIDTH-1:0] = {y,data_in};
    end  
endmodule
`timescale 1ns / 1ps
module decode
    (
     input         clock_d,
     input  [1 :0] sel_a_d,sel_b_d,
     input  [31:0] inst_mem_inst_d,pc_plus4_d,alu_result_lo_m_d,alu_result_lo_e_d,
     input  [4 :0] reg_file_write_addr3_d,
     input  [31:0] reg_file_write_data_d,
     input         reg_file_write_enable_d,
     input  [31:0] reg_file_write_data_w_d,
     output        equal_d,
     output [31:0] read_data1_d,read_data2_d,
     output [4 :0] rs_d,rt_d,rd_d,
     output [31:0] sign_extend_data_out_d,pc_branch_d,pc_jump_d
    );
    wire        clock;
    wire [4 :0] reg_file_read_addr1,reg_file_read_addr2,reg_file_write_addr3;
    wire [31:0] reg_file_write_data;
    wire        reg_file_write_enable;
    wire [31:0] reg_file_read_data1,reg_file_read_data2;
    wire [15:0] sign_extend_data_in;
    wire [31:0] sign_extend_data_out;
    wire [1 :0]  sel_a,sel_b;
    wire [31:0] alu_result_lo_m,alu_result_lo_e,reg_file_write_data_w,read_data1,read_data2;
    reg_file mips_reg_file(clock,reg_file_read_addr1,reg_file_read_addr2,
                           reg_file_write_addr3,reg_file_write_data,reg_file_write_enable,
                           reg_file_read_data1,reg_file_read_data2);
    sign_extend mips_sign_extend(sign_extend_data_in,sign_extend_data_out);
    mux4_1 #(32) forward_mux_a(sel_a,reg_file_read_data1,alu_result_lo_e,alu_result_lo_m,32'b0,read_data1);
    mux4_1 #(32) forward_mux_b(sel_b,reg_file_read_data2,alu_result_lo_e,alu_result_lo_m,32'b0,read_data2);
    assign clock = clock_d;
    assign reg_file_read_addr1 = inst_mem_inst_d[25:21];
    assign reg_file_read_addr2 = inst_mem_inst_d[20:16];
    assign reg_file_write_addr3 = reg_file_write_addr3_d;
    assign reg_file_write_data = reg_file_write_data_d;
    assign reg_file_write_enable = reg_file_write_enable_d;
    assign sign_extend_data_in = inst_mem_inst_d[15:0];
    assign sign_extend_data_out_d = sign_extend_data_out;
    assign sel_a = sel_a_d;
    assign sel_b = sel_b_d;
    assign alu_result_lo_m = alu_result_lo_m_d;
    assign alu_result_lo_e = alu_result_lo_e_d;
    assign reg_file_write_data_w = reg_file_write_data_w_d;
    assign read_data1_d = read_data1;
    assign read_data2_d = read_data2;
    assign equal_d = (read_data1 == read_data2)? 1 : 0;
    assign pc_branch_d = pc_plus4_d + {sign_extend_data_out[29:0],2'b00};
    assign pc_jump_d = {pc_plus4_d[31:28],inst_mem_inst_d[25:0],2'b00};
    assign rs_d = inst_mem_inst_d[25:21];
    assign rt_d = inst_mem_inst_d[20:16];
    assign rd_d = inst_mem_inst_d[15:11];
endmodule

==> results.yml <==
# synthesis and place-and-route metrics
sta:
  final_hold_viol_count: 0
  fin_crit_ns: 9.10
  tightest_slew_ns: 1.07
  finalSetupTns_ns: 0
  layout_setup_ws_ns: 0.503
  timing.fmax_ghz: 0.110
  timing.slew.headroom_pct: 28.3
  setup_violations: 0
  slew_violations: 0
  finalCritPeriodShare_pct: 94.8
  grt_setup_unrepaired: "false"
cells_and_area:
  final_cells: 4379
  layout-drive-gt1-share_pct: 29.4
  largest_register_ffs: 1024
  fill_cells: 7092
  area_delta_synth_final_pct: 16.0
global_route:
  use_met2_pct: 48.8
  top_usage_layer: "met2"
  grtUsageTotal_pct: 35.9
  use_met3_pct: 31.6
  grt_pass1_vias: 33600
  grt_first_pass_wirelength_mm: 230
  antenna_found_initial: 7
  gr-total-overflow: 0
  grt_max_degree: 95
  grt_use_met1_pct: 43.5
detailed_routing:
  drt-wirelength-per-cell_um: 36.7
  drtPass1Iterations: 5
  first_iter_violations: 2013
  ant_nets: 0
  num_vias: 30100
  route.detailed.drc: 0
  via_per_inst: 6.86
  drt_wl_total_mm: 161
place:
  routabilityCongestion: 0.908
  placed_cells: 4183
  dp_hpwl_mm: 96.4
  port-buffer-count: 334
  pre_cts_ws_ns: 0.836
cts:
  cts_tree: "built"
  clkTransAtPathRegs_ns: 0.06
  cts-root-buf: "clkbuf_16"
  clock-sinks: 1024
  cts_buffers: 107
  hold_buffers: 0
  post_cts_buffers: 0
  cts_resized: 0
  clock_path_buffers: 3
  cts_htree_levels: 3
setup_path:
  cp_data_required_time_ns: 7.68
  endpoint_kind: "output pin"
  worstPathMaxFanout: 50
  start_kind: "primary input"
  crit_arrival_ns: 7.18
  worstSetupPathType: "primary input to output pin"
logic_synthesis:
  seq_area_frac_synth_pct: 61.0
  yosysChipArea_mm2: 0.0504
  netlist.area_leader.share_pct: 61.0
  synth-main-ff-cell: "edfxtp_1"
  netlist_top_cells_count: "edfxtp_1, mux4_2, buf_4"
  numSynthFlops: 1024
  syn_area_mm2: 0.0504
  yosys_warnings: 4
  yosysUniqueCellTypes: 73
  synth_cells: 2694
  yosys.area.top_type: "edfxtp_1"
  synthArstFlopShare_pct: 0
  syn_avg_cell_area_um2: 18.7
  edf_count: 1024
  ys_cells: 2694
  topCellsByArea: "edfxtp_1, mux4_2, mux2i_1"
  yosysMostFrequentCell: "edfxtp_1"
floorplanning:
  fp-utilization_pct: 50.4
  die_w_um: 320
  num_io_pins: 379
  num_rows: 116
  die_area_mm2: 0.102
  coreArea_mm2: 0.100
  die_h_um: 320
flow_run:
  max_cap_viol_count: 0
  warning_count: 64
run_status:
  status: "complete, no violations"
pwr:
  powerDensity_mw_per_mm2: 173
  p_leak_nw: 18.8
  peakVddDrop_mv: 0.145
min_path:
  worstHoldPathType: "primary input to flop"
==> placed cells by master, fill, tap and decap left out, types with 29 or more instances in the layout <==
master / synthesis / routed
a22o_1: 72 / 72
clkinv_1: 1 / 35
clkdlybuf4s50_1: 0 / 326
edfxtp_1: 1024 / 1024
nor2_4: 0 / 33
a22oi_1: 79 / 79
mux2_2: 52 / 52
mux4_2: 500 / 500
nand2_1: 45 / 45
nor2_1: 73 / 39
o21ai_0: 51 / 51
buf_4: 102 / 123
a221oi_1: 52 / 52
mux2i_1: 91 / 91
ha_1: 29 / 29
clkbuf_16: 0 / 111
==> worst paths after layout <==
path,startpoint,depth (start not counted),slack [ns],end
worst max-delay path,inst_mem_inst_d[17],12,0.50,equal_d
worst min-delay path,reg_file_write_data_d[10],2,2.07,mips_reg_file.memory[4][10]
==> cell type report <==
cell class              instances  area, um2  area share, %
clock buffers                 131       2850           4.88
repair buffers                468       4490           7.67
flip-flops and latches       1024      30700           52.6
inverters                      14       55.1         0.0941
diodes                          4       10.0         0.0171
multi-input cells            1379      18300           31.3
clock inverters                61        398          0.680
well taps                    1298       1620           2.78
==> report_power, final <==
| group | internal [mW] | total (mW) | switching (mW) |
|---|---|---|---|
| sequential | 4.98 | 5.00 | 0.0205 |
| clock | 2.22 | 3.92 | 1.70 |
| combinational | 0.577 | 1.22 | 0.641 |
==> cells by family after synthesis <==
kind of cell    after synthesis  share of synthesized area [%]
simple gates                227                           2.28
other cells                   1                        0.00744
xor+xnor                     52                          0.903
fa+ha+maj                    30                          0.759
buf+inv                     292                           3.33
mux                         644                           25.3
compound gates              424                           6.42
flops                      1024                           61.0
==> through the flow <==
stage	hold slack, ns	utilization [%]	power [mW]	area (um2)
2_1_floorplan	2.02	-	5.74	50400
3_3_place_gp	2.74	55.2	6.29	55200
3_5_place_dp	2.76	55.2	6.30	55200
4_1_cts	2.04	58.5	10.2	58500
5_1_grt	2.09	58.5	10.4	58500
6_report	2.07	58.5	10.1	58500
==> metal layers <==
layer  wire (um)  vias up
met5         345        -
met4        6060       22
met3       33400      358
met2       72800     2520
met1       48300    15000
li1            -    12200
==> critical path: stages <==
cell	delay, ns
buf_8	0.38
or3_1	0.55
o31a_1	0.73
nand2b_2	0.62
buf_4	0.39
o211ai_1	0.27
xor2_1	0.27
nor4_1	0.42
buf_4	0.21
nand4_1	0.11
nor4_2	0.69
clkdlybuf4s50_1	0.58
Power is estimated from default activity; no workload was simulated.
