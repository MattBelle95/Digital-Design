===== flow/design.v =====
`timescale 1ns / 1ps
module ALU
   #(parameter
     CONTROL_WIDTH = 6,
     SRC_WIDTH = 32
    )
    (
     input      [CONTROL_WIDTH-1:0] alu_control,
     input      [SRC_WIDTH-1:0]     src_a,src_b,
     input      [4:0]               shamt,
     output reg [SRC_WIDTH-1:0]     result_hi,result_lo,
     output reg                     zero,overflow
    );
    always @ (*) begin
        casex (alu_control)  
            6'b000000: begin  
                {result_hi,result_lo} = src_b << shamt;
            end  
            6'b000010: begin  
                {result_hi,result_lo} = src_b >> shamt;
            end  
            6'b001000 : begin  
                {result_hi,result_lo} = src_a + src_b;
            end  
            6'b011000 : begin  
                {result_hi,result_lo} = src_a * src_b;
            end  
            6'b100000 : begin  
                {result_hi,result_lo} = src_a + src_b;
            end  
            6'b100010 : begin  
                {result_hi,result_lo} = src_a - src_b;
            end  
            6'b100100 : begin  
                {result_hi,result_lo} = src_a & src_b;
            end  
            6'b100101 : begin  
                {result_hi,result_lo} = src_a | src_b;
            end  
            6'b100110 : begin  
                {result_hi,result_lo} = src_a ^ src_b;
            end  
            6'b100111 : begin  
                {result_hi,result_lo} = ~(src_a | src_b);
            end  
            6'b101010 : begin  
                {result_hi,result_lo} = (src_a < src_b)? 1:0;
            end  
            6'b111111 : begin  
                {result_hi,result_lo} = 0;
            end 
            default : begin
                {result_hi,result_lo} = 0;
            end
        endcase
    end  
    always @ (*) begin
        zero = {result_hi,result_lo} == 0? 1 : 0;
    end  
    always @ (*) begin
        if ((alu_control == 6'b001000)|(alu_control == 6'b100000)) begin
            overflow = (src_a[31] & src_b[31] & ~result_lo[31]) || (~src_a[31] & ~src_b[31] & result_lo[31]);
        end
        else if (alu_control == 6'b100010) begin
            overflow = (src_a[31] & ~src_b[31] & ~result_lo[31]) || (~src_a[31] & src_b[31] & result_lo[31]);
        end
        else begin
            overflow = 0;
        end
    end  
endmodule
`timescale 1ns / 1ps
module mux2_1
   #(parameter
     DATA_WIDTH = 2
    )
    (
     input                     sel,
     input      [(DATA_WIDTH-1):0] data_in1,data_in2,
     output reg [(DATA_WIDTH-1):0] data_out
    );
    always @ (*) begin
        casex(sel)
            0 : begin
                data_out = data_in1;
            end
            1 : begin
                data_out = data_in2;
            end
        endcase
    end
endmodule
`timescale 1ns / 1ps
module mux4_1
   #(parameter
     DATA_WIDTH = 2
    )
    (
     input      [1             :0] sel,
     input      [(DATA_WIDTH-1):0] data_in1,data_in2,data_in3,data_in4,
     output reg [(DATA_WIDTH-1):0] data_out
    );
    always @ (*) begin
        case (sel)
            0 : begin
                data_out = data_in1;
            end
            1 : begin
                data_out = data_in2;
            end
            2 : begin
                data_out = data_in3;
            end
            3 : begin
                data_out = data_in4;
            end
        endcase
    end  
endmodule
`timescale 1ns / 1ps
module execute
    (
     input  [31:0] read_data1_e,read_data2_e,
     input  [5 :0] alu_control_e,
     input         alu_src_b_sel_e,
     input  [4 :0] rs_e,rt_e,rd_e,
     input  [4 :0] alu_shamt_e,
     input         reg_file_write_addr_sel_e,
     input  [31:0] sign_extend_data_out_e,
     input  [1 :0] forward_a_sel_e,forward_b_sel_e,
     input  [31:0] result_w_e,alu_result_m_e,data_mem_read_data_m_e,
     output [4 :0] reg_file_write_addr_e,
     output [31:0] alu_result_hi_e,alu_result_lo_e,write_data2_e,
     output        alu_zero_e,alu_overflow_e
    );
    wire [5 :0] alu_control;
    wire [31:0] alu_src_a,alu_src_b;
    wire [4 :0] alu_shamt;
    wire [31:0] alu_result_hi,alu_result_lo;
    wire        alu_zero,alu_overflow;
    wire        reg_file_write_addr_sel;
    wire [4 :0] rt,rd,reg_file_write_addr;
    wire        alu_src_b_sel;
    wire [31:0] read_data2,sign_extend_data_out;
    wire [1 :0] forward_a_sel,forward_b_sel;
    wire [31:0] read_data1_d,read_data2_d,result_w,alu_result_m,data_mem_read_data_m,write_data2;
    ALU mips_alu(alu_control,alu_src_a,alu_src_b,alu_shamt,
                 alu_result_hi,alu_result_lo,alu_zero,alu_overflow);
    mux2_1 #(5)  reg_file_write_addr_mux(reg_file_write_addr_sel,rd,rt,reg_file_write_addr);
    mux2_1 #(32) alu_src_b_mux(alu_src_b_sel,write_data2,sign_extend_data_out,alu_src_b);
    mux4_1 #(32) forward_a_mux(forward_a_sel,read_data1_d,result_w,alu_result_m,data_mem_read_data_m,alu_src_a);
    mux4_1 #(32) forward_b_mux(forward_b_sel,read_data2_d,result_w,alu_result_m,data_mem_read_data_m,write_data2);
    assign alu_control = alu_control_e;
    assign alu_shamt = alu_shamt_e;
    assign alu_result_hi_e = alu_result_hi;
    assign alu_result_lo_e = alu_result_lo;
    assign alu_zero_e = alu_zero;
    assign alu_overflow_e = alu_overflow;
    assign reg_file_write_addr_sel = reg_file_write_addr_sel_e;
    assign rt = rt_e;
    assign rd = rd_e;
    assign reg_file_write_addr_e = reg_file_write_addr;
    assign alu_src_b_sel = alu_src_b_sel_e;
    assign sign_extend_data_out = sign_extend_data_out_e;
    assign forward_a_sel = forward_a_sel_e;
    assign forward_b_sel = forward_b_sel_e;
    assign read_data1_d = read_data1_e;
    assign read_data2_d = read_data2_e;
    assign result_w = result_w_e;
    assign alu_result_m = alu_result_m_e;
    assign data_mem_read_data_m = data_mem_read_data_m_e;
    assign write_data2_e = write_data2;
endmodule

===== flow/run.sh =====
#!/bin/bash
# OpenROAD 26Q1-2900-gdf79404cd8, Yosys 0.63+post, stock flow scripts
make -C /OpenROAD-flow-scripts/flow DESIGN_CONFIG=/design/flow/config.mk WORK_HOME=/design/flow/orfs finish

===== flow/config.mk =====
export PLATFORM = sky130hd
export DESIGN_NAME = execute
export DESIGN_NICKNAME = execute
export VERILOG_FILES = /design/flow/design.v
export SDC_FILE = /design/flow/constraint.sdc
export NUM_CORES = 4
export LEC_CHECK = 1
export CORE_UTILIZATION = 40

===== flow/constraint.sdc =====
current_design execute

set clk_period 39.5
set clk_io_pct 0.2

create_clock -name clk0 -period $clk_period

set non_clock_inputs [all_inputs -no_clocks]
set_input_delay [expr $clk_period * $clk_io_pct] -clock clk0 $non_clock_inputs
set_output_delay [expr $clk_period * $clk_io_pct] -clock clk0 [all_outputs]

==> flow_summary_export.csv <==
group,metric,value,unit
sta,tns,0,ns
placement,port_buffers,322,
placement,gp_congestion,1.087,
power_and_ir_drop,p_sw_share,67.60,%
synth,synthTopCellsByArea,"fa_1, ha_1, inv_1",
sta,finalMaxSlewViolations,0,
run,maxCapViolations,0,
worst_setup_path,crit_top_cell,"fa_1",
route,postRouteAntennaNets,0,
grt,grt_pass1_vias,46120,
clock_tree,postCtsHoldBufs,0,
run,log.warning_count,102,
route,first_iter_violations,3857,
grt,grt_use_met3,17.09,%
clock_tree,postCtsSetupRepairBufs,0,
die,core,118400,um2
placement,dp_hpwl,183700,um
route,vias,46080,
worst_setup_path,worstSetupStartpoint,"forward_b_sel_e[1]",
die,fp.dieH,347.9,um
finish,final-instance-count-excl-fill,7757,
run_status,status,"complete, no violations",
sta,worst_pin_slew,1.029,ns
grt,grt_max_degree,72,
sta,min_period,28.30,ns
finish,flop-count,0,
grt,antenna_found_initial,14,
sta,slew_headroom,29.43,%
min_path,min_to,"write_data2_e[8]",
route,drt_wl_total,225100,um
finish,final_common_cell,"inv_1",
route,vias_per_cell,5.940,
power_and_ir_drop,power_switching,16.35,mW
synth,top_cell_area_share,37.55,%
worst_setup_path,cp.required,31.60,ns
synth,ys_seq_share,0,%
min_path,min_delay_path_depth,3,
grt,use_met1,54.14,%
placement,dp_cells,7752,
grt,grt_most_used_layer,"met2",
grt,grtUsageMet2,56.33,%
finish,comb_area,42430,um2
finish,flop_area,0,um2
route,wl_per_cell,29.02,um
power_and_ir_drop,p_leak,25.32,nW
finish,area_growth_syn_to_layout,10.72,%
route,first_pass_iters,6,
sta,fmax,35.34,MHz
power_and_ir_drop,vdd_ir_drop_max,1.048,mV
worst_setup_path,cp-start-kind,"primary input",
power_and_ir_drop,power-per-cell-area,456.3,nW/um2
sta,hold_viol_final,0,
grt,grt_use_total,39.58,%
sta,fin_crit_sh,71.64,%
die,dieArea,121100,um2
clock_tree,ctsResizeCount,0,
synth,syn_area_per_cell,7.964,um2
synth,synth_warnings,4,
worst_setup_path,critPathKind,"in -> out",
min_path,hp-class,"in -> out",
worst_setup_path,crit_path_end_kind,"output port",
finish,fill_cells,11860,
die,fp.dieW,347.9,um
grt,globalRouteOverflowTotal,0,
die,ios,327,
synth,top_area_cell,"fa_1",
synth,ys_cells,6011,
power_and_ir_drop,intPower,7.836,mW
synth,synth_area,47870,um2
synth,synthCells,6011,
finish,final_cell_mix,"inv_1, fa_1, nor2_1",
worst_setup_path,max_stage_delay,0.91,ns
sta,setup_violations,0,
finish,drive_above_1_share,6.843,%
route,drc_errors,0,
finish,nClkBuffers,0,
worst_setup_path,cp_data_arrival_time,20.40,ns
min_path,min_from,"forward_b_sel_e[0]",
synth,ys_chip_area,47870,um2
worst_setup_path,slowest_stage,"mux2i_1",
sta,rsz0062_at_grt,"false",
grt,grt_first_pass_wirelength,327000,um
die,num_rows,126,
die,initCoreUtil,40.43,%
synth,ys_types,101,
worst_setup_path,path_max_fanout,40,
metrics by stage:
step	hold WS (ns)	util (%)	setup slack [ns]	cell area, um2	total power, mW
2_1_floorplan	15.90	-	13.79	47870	14.99
3_3_place_gp	16.77	44.76	11.45	52990	23.76
3_5_place_dp	16.77	44.76	11.54	52990	23.69
4_1_cts	16.77	44.76	11.52	52990	23.86
5_1_grt	16.81	44.76	10.83	53000	26.00
6_report	16.76	44.77	11.20	53000	24.18
cell families (layout without fill, tap and decap cells):
logic type	Yosys count	in the layout	share of synthesized area (%)
compound gates	988	988	14.10
xor+xnor	57	57	1.043
fa+ha+maj	1258	1258	46.96
buf+inv	1404	1545	11.41
mux	356	356	9.279
other cells	0	5	0
simple gates	1948	1948	17.21
cells in the mapped netlist (12+ instances only):
cell,instances
a221oi_1,23
o211ai_1,62
clkbuf_1,284
a22o_1,16
nor2_1,786
o22ai_1,51
nor2b_1,35
ha_1,360
a21o_1,42
mux2i_1,190
a211o_1,13
nand3_1,70
buf_1,56
inv_1,989
mux2_2,91
a211oi_1,35
xor2_1,16
o221ai_1,25
nor4_1,18
fa_1,898
xnor2_1,41
a31oi_1,21
mux4_2,54
nand4_1,42
o31ai_1,28
clkinv_1,20
a2111oi_0,12
o21a_1,55
buf_2,26
and2_1,31
o21ai_0,203
nor3_1,60
o21ai_1,21
nand2b_1,25
a22oi_1,17
a21oi_1,182
nand2_1,778
or3_1,20
a221o_1,30
and3_1,19
o21bai_1,29
worst max-delay path, delay by kind of cell:
kind	cells	cell delay [ns]
adders and majority gates	9	4.60
buffers and inverters	8	2.72
and+or+nand+nor	10	2.21
AOI/OAI and AO/OA	4	1.63
muxes	2	1.20
worst max path at each step:
stage,slack [ns],to,cells after the start
4_1_cts,11.52,alu_zero_e,33
5_1_grt,10.83,alu_zero_e,40
6_report,11.20,alu_zero_e,33
layer usage:
| metal | up-vias | wire length, um | share of wire [%] |
|---|---|---|---|
| met1 | 23220 | 87240 | 39 |
| met3 | 493 | 28370 | 13 |
| met2 | 2544 | 97340 | 43 |
| met5 | - | 162 | 0.072 |
| li1 | 19810 | - | - |
| met4 | 12 | 12030 | 5.3 |
final cells by class:
class              instances  area share [%]
multi-input cells       4607           80.05
repair buffers           529           8.952
inverters               1016           7.195
well taps               1600           3.777
diodes                     5         0.02361
power groups by stage:
stage / Combinational, mW / Sequential, mW / Clock (mW)
CTS: 23.9 / 0 / 0
global route: 26.0 / 0 / 0.0000000102
Power is estimated from default activity; no workload was simulated.
